$ cat /design/flow/design.v
`timescale 1ns / 1ps
module i2c_master(
input clk,
input enable,
input resetn,
output SCL,
inout SDA,
output LDAC,
output error,
output done,
input [7:0] DAC_A_DATA_1,
input [7:0] DAC_B_DATA_1,
input [7:0] DAC_C_DATA_1,
input [7:0] DAC_D_DATA_1,
input [7:0] DAC_E_DATA_1,
input [7:0] DAC_F_DATA_1,
input [7:0] DAC_G_DATA_1,
input [7:0] DAC_H_DATA_1,
input [7:0] DAC_A_DATA_2,
input [7:0] DAC_B_DATA_2,
input [7:0] DAC_C_DATA_2,
input [7:0] DAC_D_DATA_2,
input [7:0] DAC_E_DATA_2,
input [7:0] DAC_F_DATA_2,
input [7:0] DAC_G_DATA_2,
input [7:0] DAC_H_DATA_2
);
reg LDAC_reg;
reg error_reg;
reg done_reg;
reg [2:0] c_state;
reg [2:0] n_state;
reg SCL_ready;  
reg send_ready;  
reg send_value;  
reg [3:0] counter_reg;
wire [3:0] counter_next;
reg [1:0] counter_reg_2;
wire [1:0] counter_reg_2_next;
reg [4:0] c_address_pointer;
reg [4:0] n_address_pointer;
reg ack_received,nack_received;
reg start_ready;
localparam START = 2'b00;
localparam WRITE= 2'b01;
localparam IDLE = 2'b10;
localparam STOP= 2'b11;
localparam Width = 32;
localparam Depth = 18;
reg [Width-1:0] register_bank [Depth-1:0];
localparam Address_DAC_1 = 8'b01010100;  
localparam Address_DAC_2 = 8'b01010100;  
localparam DAC_A_1 = 8'b00001000;
localparam DAC_B_1 = 8'b00001001; 
localparam DAC_C_1 = 8'b00001010; 
localparam DAC_D_1 = 8'b00001011; 
localparam DAC_E_1 = 8'b00001100; 
localparam DAC_F_1 = 8'b00001101; 
localparam DAC_G_1 = 8'b00001110; 
localparam DAC_H_1 = 8'b00001111; 
localparam DAC_A_2 = 8'b00001000;
localparam DAC_B_2 = 8'b00001001; 
localparam DAC_C_2 = 8'b00001010; 
localparam DAC_D_2 = 8'b00001011; 
localparam DAC_E_2 = 8'b00001100; 
localparam DAC_F_2 = 8'b00001101; 
localparam DAC_G_2 = 8'b00001110; 
localparam DAC_H_2 = 8'b00001111; 
always @(negedge resetn or posedge clk) begin
    if(!resetn) begin
        c_state <= IDLE;
        c_address_pointer = 16;
        register_bank[0] <=  {Address_DAC_1,DAC_A_1,4'b0000,DAC_A_DATA_1,4'b0000};
        register_bank[1] <=  {Address_DAC_1,DAC_B_1,4'b0000,DAC_B_DATA_1,4'b0000};
        register_bank[2] <=  {Address_DAC_1,DAC_C_1,4'b0000,DAC_C_DATA_1,4'b0000};
        register_bank[3] <=  {Address_DAC_1,DAC_D_1,4'b0000,DAC_D_DATA_1,4'b0000};
        register_bank[4] <=  {Address_DAC_1,DAC_E_1,4'b0000,DAC_E_DATA_1,4'b0000};
        register_bank[5] <=  {Address_DAC_1,DAC_F_1,4'b0000,DAC_F_DATA_1,4'b0000};
        register_bank[6] <=  {Address_DAC_1,DAC_G_1,4'b0000,DAC_G_DATA_1,4'b0000};
        register_bank[7] <=  {Address_DAC_1,DAC_H_1,4'b0000,DAC_H_DATA_1,4'b0000};    
        register_bank[8] <=  {Address_DAC_2,DAC_A_2,4'b0000,DAC_A_DATA_2,4'b0000};
        register_bank[9] <=  {Address_DAC_2,DAC_B_2,4'b0000,DAC_B_DATA_2,4'b0000};
        register_bank[10] <= {Address_DAC_2,DAC_C_2,4'b0000,DAC_C_DATA_2,4'b0000};
        register_bank[11] <= {Address_DAC_2,DAC_D_2,4'b0000,DAC_D_DATA_2,4'b0000};
        register_bank[12] <= {Address_DAC_2,DAC_E_2,4'b0000,DAC_E_DATA_2,4'b0000};
        register_bank[13] <= {Address_DAC_2,DAC_F_2,4'b0000,DAC_F_DATA_2,4'b0000};
        register_bank[14] <= {Address_DAC_2,DAC_G_2,4'b0000,DAC_G_DATA_2,4'b0000};
        register_bank[15] <= {Address_DAC_2,DAC_H_2,4'b0000,DAC_H_DATA_2,4'b0000};   
        register_bank[16] <= {Address_DAC_2,DAC_H_2,4'b0000,DAC_H_DATA_2,4'b0000};  
    end
    else if (clk & enable) begin
        c_state <= n_state;
        if(n_state == START) begin
            c_address_pointer <= n_address_pointer;
            counter_reg <= 0;
            counter_reg_2 <= 0;                
        end   
        else if (n_state == WRITE) begin 
            c_address_pointer <= n_address_pointer;
            counter_reg <= counter_next;
            counter_reg_2 <= counter_reg_2_next;
        end else begin
            counter_reg <= counter_next;
            counter_reg_2 <= counter_reg_2_next;
        end
    end
end   
assign counter_reg_2_next = (counter_reg == 0 & (c_state == START | c_state == STOP))? 0:
                            (counter_reg == 8) ? counter_reg_2 + 1:counter_reg_2;
assign counter_next =   (counter_reg == 0 & (c_state == START | c_state == STOP))? 0:
                        (counter_reg == 9) ?1:1+counter_reg;
always @(negedge clk) begin
if(!resetn) begin
    send_ready <= 0;
    start_ready <= 0; 
end
case(c_state) 
    START: begin
        send_ready <= 1; 
        send_value <= 0;
        start_ready <= 0;
    end
    STOP: begin
        send_ready <= 1; 
        send_value <= 1;
        start_ready <= 0;
    end
    WRITE: begin
        if(counter_reg < 8) begin
            send_ready <= 1;
            send_value <= register_bank[c_address_pointer][8*(4 - counter_reg_2) - counter_reg -1 ];
            start_ready <= 0;
        end        
        else if(counter_reg == 9 & counter_reg_2 == 0 & ack_received & c_address_pointer == 15) begin
            send_ready <= 1;
            send_value <= 0;
            start_ready <= 1;
        end
        else if(counter_reg == 9 & counter_reg_2 == 0 & ack_received) begin  
            send_ready <= 1;
            send_value <= 1;
            start_ready <= 1;
        end
        else if(counter_reg == 9 & nack_received) begin  
            send_ready <= 1;
            send_value <= 0;
            start_ready <= 1;
        end
        else if(counter_reg == 9) begin
            send_ready <= 1;
            send_value <= register_bank[c_address_pointer][8*(4 - counter_reg_2)-1 ];
            start_ready <= 0;
        end
        else if(counter_reg == 8) begin
            send_ready <= 0;
        end
        else
            start_ready <= 0;
end
endcase
end
always @(posedge clk) begin
    if(c_state ==  WRITE & counter_reg == 8) begin
        send_ready <= 0;
        if(!SDA)
            ack_received <= 1;
        else
            nack_received <= 1;
    end 
    else begin
        ack_received <= 0;
        nack_received <= 0;
    end
end
always @* begin
n_address_pointer = c_address_pointer;
SCL_ready = 0;
if(!resetn) begin
    done_reg = 0;
    error_reg = 0; 
end
case(c_state)
    IDLE: begin
        if(enable) begin
            SCL_ready = 1;
            n_state = START;
            LDAC_reg = 1;
        end
    end 
    START: begin
        if(counter_reg == 0) begin    
            SCL_ready = 0;
            n_state = WRITE;    
        end    
    end
    STOP: begin
        if(counter_reg == 0)
            SCL_ready = 0;
    end
    WRITE: begin
        SCL_ready = 1;
        if(counter_reg == 9 & nack_received & start_ready) begin
            n_state = STOP;
            error_reg = 1;
        end
        else if(counter_reg == 9 & counter_reg_2 == 0 & ack_received & start_ready) begin
            n_state = START;
            if(c_address_pointer == 16)  
                n_address_pointer = 0;      
            else if(c_address_pointer >=0 & c_address_pointer <= 14) 
                n_address_pointer = c_address_pointer + 1;
            else if(c_address_pointer == 15) begin
                n_state = STOP;
                LDAC_reg = 0;       
                done_reg = 1;   
            end
        end
    end
endcase
end
assign SCL = (SCL_ready) ? clk:1;
assign SDA = (send_ready) ? send_value:1'bz;  
assign LDAC = LDAC_reg;
assign done = done_reg;
assign error = error_reg;
endmodule
$ cat /design/flow/run.sh
#!/bin/bash
# OpenROAD 26Q1-2900-gdf79404cd8, Yosys 0.63+post, stock flow scripts
make -C /OpenROAD-flow-scripts/flow DESIGN_CONFIG=/design/flow/config.mk WORK_HOME=/design/flow/orfs finish
$ cat /design/flow/config.mk
export PLATFORM = sky130hd
export DESIGN_NAME = i2c_master
export DESIGN_NICKNAME = i2c_master
export VERILOG_FILES = /design/flow/design.v
export SDC_FILE = /design/flow/constraint.sdc
export NUM_CORES = 4
export LEC_CHECK = 1
export CORE_AREA = 10 10 84 84
export DIE_AREA = 0 0 94 94
$ cat /design/flow/constraint.sdc
current_design i2c_master

set clk_period 4.2
set clk_io_pct 0.2

create_clock -name clk0 -period $clk_period [get_ports {clk}]

set non_clock_inputs [all_inputs -no_clocks]
set_input_delay [expr $clk_period * $clk_io_pct] -clock clk0 $non_clock_inputs
set_output_delay [expr $clk_period * $clk_io_pct] -clock clk0 [all_outputs]
==> impl_metrics.ini <==
; flow metrics
[layout]
num-fill-cells = 536
largest_register_ffs = 5
instances_no_fill = 228
final_area_um2 = 1670
drive_gt1_share_pct = 25.3
finish.utilization_pct = 32.1
area_growth_pct = 40.0

[clocking]
cts_tree = built
clk-insertion-delay-late_ns = 0.44
cts_hold_buf = 0
path_clk_slew_ns = 0.07

[synth]
synth_area_um2 = 1190
largest_area_cell = edfxtp_1
ys_top_cells_by_area = edfxtp_1, ha_1, dfrtp_1, dlxtn_1, dfxtp_1
synth-edff-count = 6
xor_share_pct = 2.20
ys_area_um2 = 1190
synth.top_cell.area_share_pct = 15.1
ys_top_logic_family = simple AND/OR/NAND/NOR gates
syn_inst = 123
avgSynthCellArea_um2 = 9.71
flop_cell = edfxtp_1
simple_gate_area_share_pct = 24.4
synthArstFlopShare_pct = 33.3
synth-warning-count = 56
common_cells = nand2_1, ha_1, inv_1
ys_ff = 21
ys_sh_adder_pct = 11.5
top_cell = nand2_1
ys_types = 42
ys_cells = 123
compound_area_share_pct = 9.21
mux_share_pct = 6.07

[critical_path]
crit_slowest_cell = or4_4
cp-end-kind = flip-flop
cpMostUsedCell = or4_4
worstSetupStartpointType = flip-flop
r2r_cells = 5
r2r_start = start_ready
cp.required_ns = 4.45
crit_chain = nand4b_4, or4_4, or4_4, clkbuf_8, mux2_4
cp.arrival_ns = 4.34
critical_path_class = flip-flop to flip-flop
cp_max_fo = 3
max_stage_delay_ns = 0.45
rr_endpoint = c_address_pointer[0]
rrSetupSlack_ns = 0.10

[timing]
finalClockSkew_ns = 0.0856
hold_viol = 0
setup_viol = 0
slew_headroom_pct = 65.0
untimed_endpoints = 8
rsz0062_at_grt = false
worst_slew_pin_slew_ns = 0.522
drv_slew = 0
setup_tns_ns = 0
setup_slack_ns = 0.104
unclocked_pins = 5

[pwr]
p_per_area_nw_per_um2 = 493
switching_share_pct = 29.7
clkPwrFrac_pct = 54.1
p_switching_mw = 0.245
p_comb_share_pct = 17.3
power_leakage_nw = 0.762
p_int_mw = 0.580
seq_power_share_pct = 28.7
vdd_drop_max_mv = 0.186

[route]
first_iter_violations = 67
detail_route.first_pass.iterations = 4
wl_mm = 2.66
drcViolationCount = 0
vias_per_cell = 4.40
antenna_cells = 0
vias = 1003
routedWlPerCell_um = 11.7
drtAntennaViolNets = 0

[run_status]
status = completed

[floorplanning]
die_y_um = 94
ios = 136
die_x_um = 94
fp_util_pct = 23.0
fp-row-count = 26
core_um2 = 5200
die_area_um2 = 8840

[run]
cap_violations = 0
warnings = 170

[placed_design]
io_buffers = 6
place_ws_ns = 0.143
dp_hpwl_mm = 1.66
postPlaceCellArea_um2 = 1330
dp_cells = 198
gp_congestion = 0.797

[min_path]
hold_path_end = c_address_pointer[3]
hp-class = flip-flop to flip-flop
hold_depth = 1
holdCritStartpoint = c_address_pointer[3]

[global_routing]
grt_antenna_before_repair = 0
first_global_vias = 1240
grt_usage_pct = 6.62
grt_pass1_wl_mm = 4.64
grt_max_degree = 14
grt_overflow = 0
==> cells in the final DEF (no fill, tap or decap), types with 3 or more instances in the layout <==
cell type / synthesis / layout
nor2b_1: 3 / 3
and3_1: 4 / 4
dlxtn_1: 5 / 5
buf_4: 1 / 4
nor2_1: 8 / 8
nand3_1: 7 / 7
nand2_1: 13 / 13
clkdlybuf4s50_1: 0 / 6
a21oi_1: 5 / 5
ha_1: 11 / 11
dfrtp_1: 5 / 5
clkbuf_8: 0 / 21
inv_1: 10 / 12
edfxtp_1: 6 / 6
==> logic make-up (layout without fill, tap and decap cells) <==
kind of cell,after synthesis,after routing
buf+inv,13,48
flops,16,16
compound gates,17,17
simple gates,51,51
mux,6,6
xor+xnor,3,3
other cells,1,1
fa+ha+maj,11,11
latches,5,5
==> critical path: cells and delay by family (launching register included) <==
family / cells / cell delay (ns)
DFF: 1 / 0.34
buffers and inverters: 1 / 0.16
and+or+nand+nor: 3 / 1.01
muxes: 1 / 0.29
==> through the flow <==
stage               hold WS (ns)  total power, mW
floorplan                  0.327            0.369
global placement           0.327            0.417
detailed placement         0.327            0.418
CTS                        0.525            0.837
global route               0.577            0.886
finish                     0.521            0.824
==> per-layer routing <==
layer | vias up | GRT usage, % | routed length (µm)
met1 | 460 | 7.38 | 1280
met4 | 0 | 6.46 | 70
met5 | - | 0 | 0
li1 | 491 | - | -
met2 | 41 | 7.32 | 1070
met3 | 11 | 5.41 | 241
==> power by group through the flow <==
stage,clock network [mW],logic [mW],registers (mW)
after CTS,0.459,0.142,0.236
after global routing,0.485,0.161,0.240
final,0.446,0.142,0.236
==> how the worst max path moves through the flow <==
stage      startpoint                    to  slack (ns)  depth (start not counted)
4_1_cts   start_ready  c_address_pointer[0]        0.09                          5
6_report  start_ready  c_address_pointer[0]        0.10                          5
5_1_grt   start_ready  c_address_pointer[0]        0.04                          5
==> area by class of cell <==
| type | instances | area, µm² | share of cell area (%) |
|---|---|---|---|
| multi-input combinational | 89 | 642 | 38.4 |
| sequential | 21 | 494 | 29.5 |
| clock buffer | 25 | 312 | 18.6 |
| tap | 70 | 87.6 | 5.24 |
| timing repair buffer | 9 | 80.1 | 4.79 |
| inverter | 10 | 37.5 | 2.24 |
| clock inverter | 4 | 20.0 | 1.20 |
==> what timing repair did <==
| item | 4_1_cts | 5_1_grt |
|---|---|---|
| gates resized | 1 | 0 |
| buffers inserted | 3 | 0 |
| setup endpoints to repair | 4 | 0 |
Power figures rest on the tool's default switching activity, not on a simulated workload.
